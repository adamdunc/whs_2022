### flow/design.v
module hvsync_generator(clk, vga_h_sync, vga_v_sync, inDisplayArea, CounterX, CounterY);
input clk;
output vga_h_sync, vga_v_sync;
output inDisplayArea;
output [9:0] CounterX;
output [8:0] CounterY;
reg [9:0] CounterX;
reg [8:0] CounterY;
wire CounterXmaxed = (CounterX==10'h2FF);
always @(posedge clk)
if(CounterXmaxed)
	CounterX <= 0;
else
	CounterX <= CounterX + 1;
always @(posedge clk)
if(CounterXmaxed) CounterY <= CounterY + 1;
reg	vga_HS, vga_VS;
always @(posedge clk)
begin
	vga_HS <= (CounterX[9:4]==6'h2D);  
	vga_VS <= (CounterY==500);  
end
reg inDisplayArea;
always @(posedge clk)
if(inDisplayArea==0)
	inDisplayArea <= (CounterXmaxed) && (CounterY<480);
else
	inDisplayArea <= !(CounterX==639);
assign vga_h_sync = ~vga_HS;
assign vga_v_sync = ~vga_VS;
endmodule
module pong(clkin, vga_h_sync, vga_v_sync, btnL, btnR, LED,  vgaRed, vgaBlue, vgaGreen, SSEG_CA, SSEG_AN);  
input clkin;
output [7:0] LED;
output reg vgaRed;
output reg vgaGreen;
output reg vgaBlue;
output reg [7:0] SSEG_CA;
output reg [3:0] SSEG_AN;
output vga_h_sync, vga_v_sync; 
input btnL, btnR;
wire inDisplayArea;
wire [9:0] CounterX;
wire [8:0] CounterY;
reg [3:0] counter=4'd4;
reg clk;
reg [18:0] slow_counter = 19'd4;
reg slow_clk;
always @(posedge clkin)
begin
 counter <= counter + 4'd1;
 if(counter>=(4-1))
  counter <= 4'd0;
 clk <= (counter<4/2)?1'b1:1'b0;
end
always @(posedge clkin)
begin
 slow_counter <= slow_counter + 4'd1;
 if(slow_counter>=(28'd200000-1))
  slow_counter <= 4'd0;
 slow_clk <= (slow_counter<28'd200000/2)?1'b1:1'b0;
end
hvsync_generator syncgen(.clk(clk), .vga_h_sync(vga_h_sync), .vga_v_sync(vga_v_sync), 
  .inDisplayArea(inDisplayArea), .CounterX(CounterX), .CounterY(CounterY));
reg [8:0] PaddlePosition;
always @(posedge slow_clk)
begin
    if (!btnL)
        begin
        if(~&PaddlePosition)  
            PaddlePosition <= PaddlePosition + 1;
        end
    else if (!btnR)
        begin
        if(|PaddlePosition)         
			PaddlePosition <= PaddlePosition - 1;
		end
end
reg [9:0] ballX;
reg [8:0] ballY;
reg ball_inX, ball_inY;
always @(posedge clk)
if(ball_inX==0) ball_inX <= (CounterX==ballX) & ball_inY; else ball_inX <= !(CounterX==ballX+16);
always @(posedge clk)
if(ball_inY==0) ball_inY <= (CounterY==ballY); else ball_inY <= !(CounterY==ballY+16);
wire ball = ball_inX & ball_inY;
wire border = (CounterX[9:3]==0) || (CounterX[9:3]==79) || (CounterY[8:3]==0) || (CounterY[8:3]==59);
wire paddle = (CounterX>=PaddlePosition+8) && (CounterX<=PaddlePosition+120) && (CounterY[8:4]==27);
wire BouncingObject = border | paddle;  
reg ResetCollision;
always @(posedge clk) ResetCollision <= (CounterY==500) & (CounterX==0);   
reg CollisionX1, CollisionX2, CollisionY1, CollisionY2;
always @(posedge clk) if(ResetCollision) CollisionX1<=0; else if(BouncingObject & (CounterX==ballX   ) & (CounterY==ballY+ 8)) CollisionX1<=1;
always @(posedge clk) if(ResetCollision) CollisionX2<=0; else if(BouncingObject & (CounterX==ballX+16) & (CounterY==ballY+ 8)) CollisionX2<=1;
always @(posedge clk) if(ResetCollision) CollisionY1<=0; else if(BouncingObject & (CounterX==ballX+ 8) & (CounterY==ballY   )) CollisionY1<=1;
always @(posedge clk) if(ResetCollision) CollisionY2<=0; else if(BouncingObject & (CounterX==ballX+ 8) & (CounterY==ballY+16)) CollisionY2<=1;
wire UpdateBallPosition = ResetCollision;   
reg ball_dirX, ball_dirY;
reg [4:0] ball_speed = 1;
always @(posedge clk)
if(UpdateBallPosition)
begin
	if(~(CollisionX1 & CollisionX2))         
	begin
		ballX <= ballX + ball_speed * (ball_dirX ? -1 : 1);
		if(CollisionX2) ball_dirX <= 1; else if(CollisionX1) ball_dirX <= 0;
	end
	if(~(CollisionY1 & CollisionY2))         
	begin
		ballY <= ballY + ball_speed * (ball_dirY ? -1 : 1);
		if(CollisionY2) ball_dirY <= 1; else if(CollisionY1) ball_dirY <= 0;
	end
end 
reg PaddleCollision = 0;
always @(posedge clk) if(ResetCollision) PaddleCollision<=0; else if(paddle & (CounterX==ballX+ 8) & (CounterY==ballY+16)) PaddleCollision<=1;
reg [15:0] score = 0;
always @ (posedge ResetCollision)
begin
    if (PaddleCollision & ~ball_dirY)
    begin
        score <= score + 1;
    end
end
wire R = BouncingObject | ball | (CounterX[4] ^ CounterY[4]);
wire G = BouncingObject | ball;
wire B = BouncingObject | ball;
reg vga_R, vga_G, vga_B;
always @(posedge clk)
begin
	if (R & inDisplayArea) 
	   vgaRed = 1'b1; else vgaRed = 1'b0;
	if (G & inDisplayArea) 
	   vgaGreen = 1'b1; else vgaGreen = 1'b0; 
	if (B & inDisplayArea) 
	   vgaBlue = 1'b1; else vgaBlue = 1'b0;
end
endmodule
### flow/run.sh
#!/bin/bash
# OpenROAD 26Q1-2900-gdf79404cd8, Yosys 0.63+post, stock flow scripts
make -C /OpenROAD-flow-scripts/flow DESIGN_CONFIG=/design/flow/config.mk WORK_HOME=/design/flow/orfs finish
### flow/config.mk
export PLATFORM = sky130hd
export DESIGN_NAME = pong
export DESIGN_NICKNAME = pong
export VERILOG_FILES = /design/flow/design.v
export SDC_FILE = /design/flow/constraint.sdc
export NUM_CORES = 4
export LEC_CHECK = 1
export CORE_UTILIZATION = 40
### flow/constraint.sdc
current_design pong

set clk_period 3.6
set clk_io_pct 0.2

create_clock -name clk0 -period $clk_period [get_ports {clkin}]

set non_clock_inputs [all_inputs -no_clocks]
set_input_delay [expr $clk_period * $clk_io_pct] -clock clk0 $non_clock_inputs
set_output_delay [expr $clk_period * $clk_io_pct] -clock clk0 [all_outputs]
==> GITHUB_STEP_SUMMARY <==
### Yosys + OpenROAD results

| Metric | Value |
|---|---|
| Design Area, Final | `between 0.005 and 0.006 mm²` |
| Storage cell area | `approximately 0.0021 mm²` |
| Critical path startpoint category | `flip-flop` |
| OpenROAD warnings | `28` |
| Die span in x | `122 µm` |
| Share of the synthesized netlist area taken by xor and xnor gates | `13.3%` |
| Global-route wire length before repair | `17500 µm` |
| Number of global-route vias before repair | `3791` |
| MUX area fraction | `0.542%` |
| Number of CTS-inserted buffers | `3` |
| Cell leakage power | `2.23 nW` |
| Post-Synthesis Cells | `roughly 620` |
| Skew-Pair Late Insertion Delay | `about 0.25 ns` |
| Syn Std Cell Area | `about 0.0058 mm²` |
| Violation tally from detailed-route iteration zero | `229` |
| Crit-path leading delay family | `AND-OR/OR-AND gates` |
| Number of diodes added for antenna fixing | `0` |
| Overall Power | `666 µW` |
| Effective utilization at floorplan | `between 40% and 50%` |
| Area enclosed by the die boundary | `0.0149 mm²` |
| Adder Area Share | `about 12%` |
| Proportion of synthesized flip-flops having asynchronous set or reset | `0%` |
| Unrepaired setup endpoints after global routing | `false` |
| Worst path cell trace | `and4_1, and2_1, o41a_1, o211ai_1, a21oi_2, nor3_1` |
| Hold buffers post-CTS | `0` |
| Run status | `finished clean` |
| Post-synth tally of flip-flops with integrated enable | `39` |
| Delay of the slowest cell on the worst path | `0.68 ns` |
| Clock-pin slew of the registers on the worst-case setup and hold paths | `0.06 ns` |
| Initial antenna violation count | `0` |
| Vert. Die Dim | `122 µm` |
| Post-CTS setup repair buffer count | `0` |
| Final-report hold violation count | `0` |
| Tcrit/Tclk final | `55.5%` |
| Cell with the biggest individual delay on the critical path | `a21oi_2` |
| Count of unclocked register or latch pins | `61` |
| 1st-pass router iterations | `4` |
| Placeable core region | `0.0140 mm²` |
| Post-synthesis compound-gate area fraction | `10.5%` |
| Number of vias per cell after detailed routing | `just over 5` |
| Synthesized area per cell | `9.36 µm²` |
| Critical path arrival | `2.10 ns` |
| Footprint of the multi-input gates | `0.00335 mm²` |
| Depth of the CTS H-tree | `1` |
| Routed wirelength normalized by instance count | `12.4 µm` |
| Most frequent cell after synthesis | `ha_1` |
| Endpoint required time on the critical path | `3.71 ns` |
| Library cell occupying the most area in the post-synthesis netlist | `edfxtp_1` |
| Root Driver | `clkbuf_16` |
| # Cells Yosys | `a little over 600` |
| Largest combinational cell category by area | `simple AND/OR/NAND/NOR gates` |
| Total of cells resized after clock tree synthesis | `0` |
| Count of endpoints without a timing constraint | `105` |
| Area figure in the yosys stat output | `0.00577 mm²` |
| Type of the tightest min-delay check | `flip-flop to flip-flop` |
| # port buffers | `7` |
| CTS tree | `done` |
| Dominant flop cell | `dfxtp_1` |
| Fmax | `0.501 GHz` |
| Total global routing track utilization | `14.6%` |
| Detailed-route via count | `approximately 4k` |
| Final max-slew violation count | `0` |
| Count of yosys warnings during synthesis | `22` |
| Routability congestion estimate | `0.866` |
| Post-Route Skew | `0.00105 ns` |
| Final setup fails | `0` |
| Max-cap viol count | `0` |
| Final Critical Period | `2.00 ns` |
| Worst supply voltage drop on vdd | `446 µV` |
| DP HPWL | `between 7000 and 8000 µm` |
| Fraction of the mapped netlist area in simple logic gates | `about a fifth` |
| Residual overflow from global routing | `0` |
| Count of fill cells added during filler insertion | `1331` |
| Total Negative Setup Slacks | `0 ns` |
| Cell Area, Placed | `0.00590 mm²` |
| Number of buffers and inverters on the critical path | `0` |
| Pwr Density | `111 mW/mm²` |
| Final Routed Wirelength | `approximately 10000 µm` |
| Remaining DRCs | `0` |
| Crit path capture type | `flip-flop` |
| Transition time at the pin with the least slew margin | `0.867 ns` |
| Number of buffers on the longest clock path | `2` |
| Type of the worst setup path | `flip-flop to flip-flop` |
| Biggest area contributors in the synthesized netlist | `edfxtp_1 (20%), dfxtp_1 (16%), ha_1 (11%), xnor2_1 (7.4%), xor2_1 (5.6%)` |
| Tally of nets with antenna violations remaining after routing | `0` |
| Maximum number of pins on one net before global-route repair | `53` |
| Count of cell types in the netlist | `64` |
| Total number of placement rows | `43` |
| Maximum fanout count along the critical path | `18` |
| Portion of synthesized cell area occupied by the leading cell type | `20.3%` |
| I/O pins | `28` |
| Synthesized flop and latch total | `86` |
| Leading cell types by count after synthesis | `ha_1 (52), xnor2_1 (49), dfxtp_1 (47)` |
| Area overhead of the layout relative to synthesis | `3.67%` |
| Relative slew slack | `42.1%` |
| Fraction of layout cells with a size suffix above 1 | `2.31%` |
| Portion of the post-synthesis area used by sequential elements | `36.6%` |
-- path summary, 6_finish.rpt --
path | startpoint | end | slack [ns] | depth (start not counted)
max | slow_counter[2] | slow_counter[4] | 1.60 | 6
min | counter[1] | clk | 0.43 | 1
max reg2reg | slow_counter[2] | slow_counter[4] | 1.60 | 6
min reg2reg | counter[1] | clk | 0.43 | 1
-- logic make-up (layout without fill, tap and decap cells) --
group	count (synthesis)	after routing
buffers and inverters	78	46
adder cells (fa/ha/maj)	55	55
multiplexers	3	3
other	1	23
flip-flops	86	86
AND-OR/OR-AND	88	88
AND/OR/NAND/NOR	218	218
XOR/XNOR	87	87
-- report_power, final --
group,switching (mW),internal (mW),leakage (nW)
registers,0.0139,0.333,0.671
clock network,0.0865,0.151,0.0382
logic,0.0445,0.0367,1.52
-- flip-flops by register name, summed over array words and instances (netlist names), 4 cells and up --
register	count
PaddlePosition	9
ballX	10
ballY	9
counter	4
slow_counter	19
syncgen.CounterX	10
syncgen.CounterY	9
-- cell type report --
type / count / area share [%]
flip-flops and latches: 86 / 35.3
inverters: 33 / 2.07
clock buffers: 4 / 1.32
well taps: 180 / 3.77
repair buffers: 9 / 1.42
multi-input cells: 474 / 56.1
-- cell usage in the layout, fill, tap and decap left out, types with 31 or more instances in the layout --
| cell | count |
|---|---|
| dfxtp_1 | 47 |
| edfxtp_1 | 39 |
| ha_1 | 52 |
| inv_1 | 33 |
| nand2_1 | 31 |
| nor2_1 | 44 |
| nor3_1 | 34 |
| xnor2_1 | 49 |
| xor2_1 | 37 |
-- through the flow --
| stage | setup WS [ns] | instances | util [%] | hold slack [ns] |
|---|---|---|---|---|
| after CTS | 1.61 | 786 | 42.7 | 0.433 |
| after global placement | 1.70 | 782 | 42.2 | 0.413 |
| after floorplan | 1.87 | 638 | - | 0.405 |
| after detailed placement | 1.62 | 782 | 42.2 | 0.425 |
| after global routing | 1.41 | 786 | 42.7 | 0.439 |
| final | 1.60 | 786 | 42.7 | 0.427 |
-- metal layers --
layer / part of all wire [%] / GRT usage [%]
met1: 54 / 24.3
met2: 43 / 22.4
met3: 2.3 / 1.72
met4: 0.46 / 0.610
met5: 0 / 0
-- worst reg2reg max path, cell delays in order, from the launching register on --
cell and delay (ns):
dfxtp_1 0.41, and4_1 0.23, and2_1 0.18, o41a_1 0.14, o211ai_1 0.09, a21oi_2 0.68
nor3_1 0.11
Power and IR drop assume default switching activity.
